<file path="/design/flow/design.v">
module alu(
    input   [31:0]  A,
    input   [31:0]  B,
    input   [3:0]   alu_op,
    output  zero,
    output  [31:0]  C
    );
wire    [31:0]  B_opposite;
wire    [31:0]  mux_i_0;
wire    [31:0]  mux_i_1;
wire    [31:0]  mux_i_2;
alu_get_opposite u_alu_opposite(
    .alu_op(alu_op),
    .B(B),
    .B_opposite(B_opposite)
);
alu_adder u_alu_adder(
    .A(A),
    .B(B_opposite),
    .C(mux_i_0),
    .zero(zero)
);
alu_logic_arithmetic u_alu_logic_arithmetic(
    .alu_op(alu_op),
    .A(A),
    .B(B),
    .C(mux_i_1)
);
alu_bucket_shifter u_alu_bucket_shifter(
    .alu_op(alu_op),
    .A(A),
    .B(B),
    .C(mux_i_2)
);
alu_mux u_alu_mux(
    .alu_op(alu_op),
    .mux_i_0(mux_i_0),
    .mux_i_1(mux_i_1),
    .mux_i_2(mux_i_2),
    .mux_i_3(B),
    .mux_o(C)
);
endmodule
module alu_B_mux(
    input   alub_sel,
    input   [31:0]  rD2,
    input   [31:0]  ext,
    output  reg [31:0]  B
    );
always @ (*) begin
    case(alub_sel)
        'b0:B=rD2;
        'b1:B=ext;
        default:;
    endcase
end
endmodule
module alu_adder(
    input   [31:0]  A,
    input   [31:0]  B,
    output  reg [31:0]  C,
    output  reg zero
    );
always @ (*) begin
    C=A+B;
    if(C==32'b0) zero=1'b1;
    else zero=1'b0;
end
endmodule
module alu_bucket_shifter(
    input   [3:0]   alu_op,
    input   [31:0]  A,
    input   [31:0]  B,
    output  reg [31:0]  C
    );
reg [63:0]  temp;
always @ (*) begin
    case(alu_op)
        'b0101:C=A<<B[4:0];
        'b0110:C=A>>B[4:0];
        'b0111:begin
            if(A[31]==1'b1) begin
                temp[63:32]=32'b11111111111111111111111111111111;
                temp[31:0]=A;
                temp=temp>>B[4:0];
                C=temp[31:0];
            end
            else begin
                C=A>>B[4:0];
            end
        end
        default:C=32'b0;
    endcase
end
endmodule
module alu_get_opposite(
    input   [3:0]   alu_op,
    input   [31:0]  B,
    output  reg [31:0]  B_opposite
    );
wire  [30:0]  tmp;
wire    tmp31;
assign tmp=~B[30:0]+1;
assign  tmp31=(B==0 || B==32'h80000000)?B[31]:~B[31];
always @ (*) begin
    if(alu_op=='b0001) B_opposite={tmp31,tmp};
    else B_opposite=B;
end
endmodule
module alu_logic_arithmetic(
    input   [3:0]   alu_op,
    input   [31:0]  A,
    input   [31:0]  B,
    output  reg [31:0]  C
    );
always @ (*) begin
    case(alu_op)
        'b0010:C=A & B;
        'b0011:C=A | B;
        'b0100:C=A ^ B;
        default:C=32'b0;
    endcase
end
endmodule
module alu_mux(
    input   [3:0]   alu_op,
    input   [31:0]  mux_i_0,
    input   [31:0]  mux_i_1,
    input   [31:0]  mux_i_2,
    input   [31:0]  mux_i_3,
    output  reg [31:0]  mux_o
    );
always @ (*) begin
    case(alu_op)
        'b0000:mux_o=mux_i_0;
        'b0001:mux_o=mux_i_0;
        'b0010:mux_o=mux_i_1;
        'b0011:mux_o=mux_i_1;
        'b0100:mux_o=mux_i_1;
        'b0101:mux_o=mux_i_2;
        'b0110:mux_o=mux_i_2;
        'b0111:mux_o=mux_i_2;
        'b1000:mux_o=mux_i_3;
        default:mux_o=32'b0;
    endcase
end
endmodule
module branch_cmp(
    input   [31:0]  C,
    output  reg [1:0]   branch
    );
always @ (*) begin
    if(C==32'b0) branch='b00;
    else if(C[31]==1'b1) branch='b01;
    else branch='b10;
end
endmodule
module ex_module(
    input   alub_sel,
    input   [31:0]  A,
    input   [31:0]  rD2,
    input   [31:0]  ext,
    input   [3:0]   alu_op,
    output  zero,
    output  [1:0]   branch,
    output  [31:0]  C
    );
wire    [31:0]  B;
alu_B_mux u_alu_B_mux(
    .alub_sel(alub_sel),
    .rD2(rD2),
    .ext(ext),
    .B(B)
);
alu u_alu(
    .A(A),
    .B(B),
    .alu_op(alu_op),
    .zero(zero),
    .C(C)
);
branch_cmp u_branch_cmp(
    .C(C),
    .branch(branch)
);
endmodule
</file>
<file path="/design/flow/config.mk">
export PLATFORM = sky130hd
export DESIGN_NAME = ex_module
export DESIGN_NICKNAME = ex_module
export VERILOG_FILES = /design/flow/design.v
export SDC_FILE = /design/flow/constraint.sdc
export NUM_CORES = 4
export LEC_CHECK = 1
export CORE_UTILIZATION = 40
</file>
<file path="/design/flow/run.sh">
#!/bin/bash
# OpenROAD 26Q1-2900-gdf79404cd8, Yosys 0.63+post, stock flow scripts
make -C /OpenROAD-flow-scripts/flow DESIGN_CONFIG=/design/flow/config.mk WORK_HOME=/design/flow/orfs finish
</file>
<file path="/design/flow/constraint.sdc">
current_design ex_module

set clk_period 29.9
set clk_io_pct 0.2

create_clock -name clk0 -period $clk_period

set non_clock_inputs [all_inputs -no_clocks]
set_input_delay [expr $clk_period * $clk_io_pct] -clock clk0 $non_clock_inputs
set_output_delay [expr $clk_period * $clk_io_pct] -clock clk0 [all_outputs]
</file>
==> flow_metrics.tcl <==
# metrics dict for downstream scripts
set metrics [dict create \
    post_cts_resized 0 \
    drt-initial-drc-count 1298 \
    hold_path.class "in -> out" \
    cp.arrival_ns 13.63 \
    status "finished, final reports clean" \
    crit_path_frequent_cell "nand4_1" \
    worst-path-stages 26 \
    core_area_um2 21200 \
    timing.critical_path.from "rD2[1]" \
    drive_gt1_share_pct 5.89 \
    ant_nets 0 \
    netlist_instances 1294 \
    hpwl_um 37300 \
    slowest_stage "buf_4" \
    grtUsageTotal_pct 42.3 \
    simple_gate_share_pct 21.1 \
    flops 0 \
    postSynthAreaPerCell_um2 6.75 \
    dieHeight_um 150 \
    crit_fanout 48 \
    antenna_found_initial 1 \
    drv_cap 0 \
    drc 0 \
    rsz0062_at_grt "false" \
    viasPerCell 6.90 \
    mux_share_pct 13.1 \
    drv_slew 0 \
    timing.final.crit_share_pct 65.6 \
    synthXorXnorAreaFrac_pct 5.72 \
    p_leak_nw 4.34 \
    irDropWorstVdd_mv 0.0161 \
    final_cells 1650 \
    slowest_delay_ns 0.52 \
    cts_setup_buffers 0 \
    grt_pass1_wl_um 68600 \
    endpoint "zero" \
    rows 53 \
    tool_warnings 65 \
    layout_min_cycle_time_ns 19.61 \
    ys_chip_area_um2 8730 \
    ios 136 \
    die_w_um 150 \
    chip_area_um2 22400 \
    cts-hold-fix-buffers 0 \
    powerDensity_nw_per_um2 25.5 \
    worst_slew_pin_slew_ns 1.03 \
    fillers 2159 \
    grt_overflow 0 \
    wl_per_cell_um 28.5 \
    aoi_share_pct 37.4 \
    cp_num_buf_inv 5 \
    clock.fmax_mhz 51.0 \
    routed_wl_um 47100 \
    vias 11400 \
    synthDistinctLibCells 88 \
    grt_max_degree 51 \
    slew-limit-headroom_pct 31.2 \
    yosysWarnings 7 \
    n_antenna_cell 0 \
    start_kind "input pin" \
    grt_pass1_vias 10400 \
    area_growth_pct 18.0 \
    setup_viol 0 \
    floorplan.core_util_pct 41.1 \
    hold-worst-slack_ns 13.38 \
    top_logic_kind "AND-OR/OR-AND gates" \
    place_congestion 1.07 \
    crit_type "in -> out" \
    adder_share_pct 14.0 \
    seqCellArea_um2 0 \
    ys_seq_share_pct 0 \
    hold_start "rD2[11]" \
    drt-pass1-iter-count 6 \
    yosysCellCount 1294 \
    comb_area_um2 8020 \
    clkbuf_count 0 \
    placed_cells 1650 \
    io_buffers 136 \
    critPathCaptureType "output port" \
    tns_ns 0 \
    syn-cell-area_um2 8730 \
    hold_viol 0 \
    cp_top_family "simple AND/OR/NAND/NOR gates" \
    cp.required_ns 23.92 \
]
==> cell usage after synthesis, drive strengths merged, types with 17 or more instances <==
library cell	number	area, um2
a221oi	35	307
a22oi	17	128
buf	44	268
o21ai	68	340
o211ai	20	150
mux2i	93	967
xnor2	43	377
a211oi	19	148
a31oi	24	150
nand2	117	442
clkbuf	48	181
nor2	124	470
nand3	26	130
o22ai	40	250
a21oi	114	578
nor3	27	135
inv	81	307
ha	96	1200
==> layer usage <==
| layer | vias up | share of wire (%) | GRT usage [%] |
|---|---|---|---|
| met5 | - | 0 | 0 |
| met4 | 0 | 4.2 | 14.1 |
| met3 | 141 | 13 | 11.2 |
| met2 | 829 | 42 | 62.8 |
| met1 | 5301 | 41 | 59.2 |
| li1 | 5116 | - | - |
==> kinds of logic after synthesis <==
kind of cell	after synthesis
AND-OR/OR-AND	474
XOR/XNOR	57
adder cells (fa/ha/maj)	97
buffers and inverters	173
multiplexers	105
AND/OR/NAND/NOR	388
==> where the power goes <==
group	switching, mW	internal [mW]	leakage (nW)
logic	0.165	0.0976	4.34
clock network	0	0	0
registers	0	0	0
total	0.165	0.0976	4.34
==> through the flow <==
stage / util, % / worst slack (ns) / cell area [um2] / total power [mW]
finish: 48.6 / 10.29 / 10300 / 0.263
global route: 48.6 / 9.80 / 10300 / 0.277
CTS: 48.6 / 10.41 / 10300 / 0.253
detailed placement: 48.6 / 10.44 / 10300 / 0.252
global placement: 48.6 / 10.51 / 10300 / 0.254
floorplan: - / 12.54 / 8730 / 0.151
==> tightest hold or removal path, cell delays in order <==
cell and delay [ns]:
clkdlybuf4s50_1 0.47, mux2i_1 0.12, o32ai_1 0.15, or3_1 0.19
clkdlybuf4s50_1 0.48
==> cells in the final DEF, fill, tap and decap left out, types with 18 or more instances in the layout <==
master / instances
a211oi_1: 18
a21oi_1: 112
a221oi_1: 35
a31oi_1: 24
buf_4: 37
clkdlybuf4s50_1: 135
ha_1: 96
inv_1: 77
mux2i_1: 84
nand2_1: 116
nand3_1: 26
nor2_1: 122
nor3_1: 26
o211ai_1: 20
o21ai_0: 60
o22ai_1: 40
xnor2_1: 43
==> worst min-delay path by stage <==
stage / to / slack (ns) / cells after the start
CTS: C[11] / 13.36 / 5
global route: C[11] / 13.44 / 5
finish: C[11] / 13.38 / 5
==> cell type report <==
class | instances | area share, %
repair buffers | 173 | 15.9
well taps | 275 | 3.34
inverters | 81 | 2.97
multi-input cells | 1121 | 77.8
Power is estimated from default activity; no workload was simulated.
