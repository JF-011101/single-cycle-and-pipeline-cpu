--- design/flow/design.v ---
module ex_mem_reg(
    input   clk,
    input   rst_n,
    input   [31:0]  ex_alu,
    input   ex_rf_we,
    input   [1:0]   ex_wd_sel,
    input   ex_dram_we,
    input   [31:0]  ex_pc4,
    input   [4:0]   ex_wR,
    input   [31:0]  ex_rD2,
    input   [31:0]  ex_pc,
    input   ex_have_inst,
    output  reg [31:0]  mem_alu,
    output  reg mem_rf_we,
    output  reg [1:0]   mem_wd_sel,
    output  reg mem_dram_we,
    output  reg [31:0]  mem_pc4,
    output  reg [4:0]   mem_wR,
    output  reg [31:0]  mem_rD2,
    output  reg [31:0]  mem_pc,
    output  reg mem_have_inst
    );
wire ram_clk;
assign ram_clk = !clk;
always @ (posedge ram_clk) begin
    if(rst_n=='b0) begin
        mem_rf_we<='b0;
        mem_dram_we<='b0;
        mem_pc4<='b0;
        mem_have_inst<='b0;
    end
    else begin
        mem_alu<=ex_alu;
        mem_rf_we<=ex_rf_we;
        mem_wd_sel<=ex_wd_sel;
        mem_dram_we<=ex_dram_we;
        mem_pc4<=ex_pc4;
        mem_wR<=ex_wR;
        mem_rD2<=ex_rD2;
        mem_have_inst<=ex_have_inst;
        mem_pc<=ex_pc;
    end
end
endmodule
--- design/flow/run.sh ---
#!/bin/bash
# OpenROAD 26Q1-2900-gdf79404cd8, Yosys 0.63+post, stock flow scripts
make -C /OpenROAD-flow-scripts/flow DESIGN_CONFIG=/design/flow/config.mk WORK_HOME=/design/flow/orfs finish
--- design/flow/config.mk ---
export PLATFORM = sky130hd
export DESIGN_NAME = ex_mem_reg
export DESIGN_NICKNAME = ex_mem_reg
export VERILOG_FILES = /design/flow/design.v
export SDC_FILE = /design/flow/constraint.sdc
export NUM_CORES = 4
export LEC_CHECK = 1
export CORE_AREA = 10 10 175 175
export DIE_AREA = 0 0 185 185
--- design/flow/constraint.sdc ---
current_design ex_mem_reg

set clk_period 1.0
set clk_io_pct 0.2

create_clock -name clk0 -period $clk_period [get_ports {clk}]

set non_clock_inputs [all_inputs -no_clocks]
set_input_delay [expr $clk_period * $clk_io_pct] -clock clk0 $non_clock_inputs
set_output_delay [expr $clk_period * $clk_io_pct] -clock clk0 [all_outputs]
==> flow_results.org <==
#+TITLE: Physical design notes

** Setup path
- STA classifies the critical path startpoint as a flop.
- Worst setup startpoint :: mem_alu[29]$_DFFE_NP_
- Max fanout on the critical path was recorded as 1.
- According to the timing report, the critical path is captured at mem_alu[29].
- Category of the most critical setup path :: flop to output pin
- Traced cell by cell, the critical path runs through buf_2.
- Number of cells on the critical path :: 1
- The critical path endpoint has a required time of about 0.8 ns.
- At the worst endpoint, the arrival time is 1.46 ns.
- The timing report notes that buffer and inverter cells on the critical path total 1.
- Critical Path Slowest Stage Cell :: sky130_fd_sc_hd__edfxtp_1
- The largest single stage delay on the critical path is 0.38 ns.
- Kind of cell adding the most delay to the critical path :: flip-flops
- STA classifies the critical path endpoint as an output pin.

** STA
- Total negative slack for setup checks :: -81.48 ns
- Final setup fails :: 138
- Max_slew headroom :: 88.2%
- Worst-Margin Slew :: 0.178 ns
- Tightest hold margin :: 0.589 ns
- Post-layout worst setup margin :: -0.662 ns
- RSZ-0062 raised after global routing :: yes
- Final count of pins violating max slew :: 0
- Final number of hold-violating endpoints :: 0

** Clock network
- CTS tree :: built
- The CTS log lists the clock sinks for this run as 138.
- Once the clock tree was built, the setup fixing pass inserted 0 buffers.
- CTS added clock buffers totalling 17.
- Maximum buffer depth of the clock tree :: 2
- Clock tree synthesis selected as its root buffer the cell sky130_fd_sc_hd__clkbuf_16.
- Quantity of hold-fixing buffers added after cts :: 0
- In the CTS report, the clock slew at the register clock pins of the worst setup and hold paths is listed as 0.03 ns.
- CTS built an H-tree with a depth of 4.

** Yosys
- Synth Cell Area :: between 0.004 and 0.005 mm2
- Warnings from Yosys :: 1
- Of all cell types, the one taking the most synthesized area is sky130_fd_sc_hd__edfxtp_1.
- Counting every instance in the synthesized netlist gives 177.
- Synth Seq Share :: 93.1%
- Post-synth area hogs :: sky130_fd_sc_hd__edfxtp_1 (76%), sky130_fd_sc_hd__dfxtp_1 (17%), sky130_fd_sc_hd__and2_2 (6.4%), sky130_fd_sc_hd__clkbuf_2 (0.37%), sky130_fd_sc_hd__inv_1 (0.092%)
- Top cell type's share of synthesized area :: 75.9%
- Avg Synthesized Cell Area :: roughly 23 um2
- Yosys stat counts 177 cells in the synthesized netlist.
- Post-synth regs :: around 140
- Yosys reports a chip area of 0.00408 mm2.
- The synthesized netlist contains 5 unique library cells.

** Drt
- Antenna diode instance count :: 0
- For this sky-water flow run, the detailed-routed wirelength per cell is reported as ~17 um.
- Post-detailed-route DRC marker count :: 0
- The final route contains about 3200 vias.
- Once iteration 0 of detailed routing completed, the report listed 68 DRC markers.
- The first TritonRoute pass finished after 4 iterations.
- Total wire length after detailed routing :: 16100 um
- Post-detailed-route via-to-cell ratio :: 3.29
- Antenna violation net count after detailed routing :: 0

** Layout
- Final core area utilization :: between 20 and 30%
- The final report lists a non-filler cell total of 969.
- Fraction of layout cells with a size suffix above 1 :: between 30% and 40%
- Area Overhead vs Synth :: 93.0%

** Floorplan
- 278 I/O pins were placed.
- Overall die width :: 185 um
- The initialized floorplan defines around 60 standard-cell rows.
- Floorplan Core Area :: between 0.02 and 0.03 mm2
- In this run the vertical extent of the chip is 185 um.
- Total Die Area :: 0.0342 mm2
- FP Util :: 15.2%

** GRT
- Wire length of the first global-routing pass :: 22600 um
- Entering global routing, the biggest net connects 35 pins.
- Met2 layer usage reported by global route :: 14.0%
- Aggregate global-route resource usage :: 9.20%
- Grt ovf :: 0
- Per the GRT log, the top usage layer is met2.
- The via count of the first global-routing pass is roughly 3700.
- Routing usage on met3 :: under 10%
- Met1 capacity usage during global routing :: 9.16%
- The number of antenna violations at the first check in global routing came to 0.

** Placement
- Post-DP HPWL :: 12600 um
- Including well taps, the total number of placed cells is 800.
- Input and output buffers added on the ports amount to 277.
- The congestion estimate from routability-driven global placement came to 0.798.

** Run
- The number of maximum-capacitance violations recorded for the run is 0.
- Summing over the stages, the warning tally comes to 166.

** Pwr
- Leakage power :: 3.67 nW
- Per the power-grid run, VDD falls by no more than 0.000883 V.
- The script computed a power per unit cell area of 2090 mW/mm2.

** Status
- The run finished, with violations left.
- Failing checks :: setup timing

** Worst hold path
- In this run the worst hold path is classified as input pin to flop.
report_power, final:
part / internal (W) / leakage [nW] / switching (W)
registers: 0.00665 / 1.30 / 0.0000922
logic: 0.000857 / 1.35 / 0.000352
clock network: 0.00466 / 1.02 / 0.00382
total: 0.0122 / 3.67 / 0.00426
cells by family after synthesis:
family        count (synthesis)  share of synthesized area [%]
buf+inv                       4                          0.460
flops                       138                           93.1
simple gates                 35                           6.45
cells in the final DEF (no fill, tap or decap), types with 3 or more instances in the layout:
cell type                         count
sky130_fd_sc_hd__buf_2              138
sky130_fd_sc_hd__bufinv_16            3
sky130_fd_sc_hd__clkbuf_16           17
sky130_fd_sc_hd__clkinvlp_2           3
sky130_fd_sc_hd__inv_4                4
sky130_fd_sc_hd__clkdlybuf4s50_1    138
sky130_fd_sc_hd__and2_2               5
sky130_fd_sc_hd__edfxtp_1           103
sky130_fd_sc_hd__inv_6                3
sky130_fd_sc_hd__buf_4                3
sky130_fd_sc_hd__dfxtp_1             32
sky130_fd_sc_hd__dfxtp_2              3
sky130_fd_sc_hd__buf_16               3
sky130_fd_sc_hd__inv_1              138
sky130_fd_sc_hd__and2_4              30
sky130_fd_sc_hd__buf_6                3
area by class of cell:
class,count,area (um2)
Timing Repair Buffer,286,2230
Clock inverter,152,683
Clock buffer,17,425
Tap cell,341,427
Multi-Input combinational cell,35,300
Fill cell,2719,19000
Sequential cell,138,3800
sequential cells by signal, summed over array words and instances, names as in the netlist, 2 cells and up:
| name | count |
|---|---|
| mem_wR | 5 |
| mem_alu | 32 |
| mem_rD2 | 32 |
| mem_pc | 32 |
| mem_pc4 | 32 |
| mem_wd_sel | 2 |
worst min-delay path by stage:
stage / cells past startpoint / end / from
finish: 2 / mem_pc4[20]$_SDFF_NN0_ / rst_n
CTS: 2 / mem_pc4[20]$_SDFF_NN0_ / rst_n
global route: 2 / mem_pc4[20]$_SDFF_NN0_ / rst_n
through the flow:
step / total power, W / setup slack, ns / cell area (um2)
after floorplan: 0.00768 / -0.0649 / 4170
after global placement: 0.00926 / -0.622 / 7380
after detailed placement: 0.00927 / -0.599 / 7380
after CTS: 0.0170 / -0.722 / 7860
after global routing: 0.0178 / -0.745 / 7860
final: 0.0164 / -0.662 / 7860
what timing repair did:
item                                    in CTS  in global routing
cloned                                       1                  0
gates resized                              465                  0
endpoints found under the setup margin     144                138
layer usage:
metal	up-vias	share of wire, %	wire length (um)
met4	0	1.5	233
met3	27	14	2250
met1	1426	35	5620
li1	1523	-	-
met5	-	0	0
met2	209	50	7950
cells in the mapped netlist, drive strengths merged:
library cell and instances:
dfxtp 35, inv 1, edfxtp 103, and2 35, clkbuf 3
No activity file was given, so power comes from the tool's default toggle rates.
